File: /design/flow/config.mk
export PLATFORM = sky130hd
export DESIGN_NAME = DataMemory
export DESIGN_NICKNAME = DataMemory
export VERILOG_FILES = /design/flow/design.v
export SDC_FILE = /design/flow/constraint.sdc
export NUM_CORES = 4
export LEC_CHECK = 1
export CORE_UTILIZATION = 30
File: /design/flow/constraint.sdc
current_design DataMemory

set clk_period 42.7
set clk_io_pct 0.2

create_clock -name clk0 -period $clk_period [get_ports {clk}]

set non_clock_inputs [all_inputs -no_clocks]
set_input_delay [expr $clk_period * $clk_io_pct] -clock clk0 $non_clock_inputs
set_output_delay [expr $clk_period * $clk_io_pct] -clock clk0 [all_outputs]
File: /design/flow/design.v
`timescale 1ns/1ps
module DataMemory (
    input  wire        clk,
    input  wire [15:0] addr,      
    input  wire [15:0] wd,        
    input  wire        we,        
    output reg  [15:0] rd,        
    input  wire [7:0]  monitor_addr1,
    output wire [15:0] monitor_data1,
    input  wire [7:0]  monitor_addr2,
    output wire [15:0] monitor_data2
);
    reg [15:0] memory [0:255];	   
    integer i;
    initial begin
        for (i = 0; i < 256; i = i + 1) begin
            memory[i] = 16'h0000;
        end
    end
    always @(posedge clk) begin
        if (we && addr < 256) begin
            memory[addr] <= wd;
        end
    end
    always @(posedge clk) begin
        if (addr < 256)
            rd <= memory[addr];
        else
            rd <= 16'h0000;
    end
    assign monitor_data1 = (monitor_addr1 < 256) ? memory[monitor_addr1] : 16'hXXXX;
    assign monitor_data2 = (monitor_addr2 < 256) ? memory[monitor_addr2] : 16'hXXXX;
endmodule
File: /design/flow/run.sh
#!/bin/bash
# OpenROAD 26Q1-2900-gdf79404cd8, Yosys 0.63+post, stock flow scripts
make -C /OpenROAD-flow-scripts/flow DESIGN_CONFIG=/design/flow/config.mk WORK_HOME=/design/flow/orfs finish
==> out/results.txt <==
chip area -> 742000 um2
post-synthesis xor/xnor area fraction -> 0%
Arr. time, crit path -> 16720 ps
fp util -> 30.1%
pre-CTS WS -> 17850 ps
Simple Share, Synth -> 1.29%
maximum achievable frequency -> 39.6 MHz
critical path peak fanout -> 71
antenna viol nets, final -> 0
Clk Tree Root Cell -> clkbuf_16
synthesized cell area -> 222000 um2
Core ar. -> 736000 um2
Mux area share -> 39.2%
Total Power -> 9.56 mW
setup TNS -> 0 ps
Non-Filler Cell Area, Final -> 254000 um2
Tightest Pin Transition -> 2070 ps
Die Wd -> 861 um
Post CTS Setup Buffer Count -> 0
leakage -> 76.7 nW
hold path cells -> 5
main flop type after synthesis -> edfxtp_1
number of synthesized flops with an enable pin -> 4096
status -> complete, but fails checks
number of buffers created by CTS -> 439
area delta synth->final -> 14.6%
Final Cycle Share -> 59.2%
Max Cap Viol -> 3
ys cells -> 10.4k
Adder Share, Synth -> 0%
worst-case clock buffer depth -> 4
commonest cells in the netlist -> 4096 x edfxtp_1, 3680 x mux4_2, 436 x clkbuf_1
Area after DPL -> 239000 um2
largest net degree at the start of global routing -> 142
final setup vio count -> 0
hold buffer count at cts -> 0
Worst-path clk slew -> 60 ps
placed cells -> 20.2k
crit path launch type -> primary input
worst min path class -> flip-flop to flip-flop
Complex Gates by Area -> 1.69%
relative slew slack -> -38.0%
Top-area cell share -> 55.5%
Synth Instances -> 10.4k
Final Util -> 34.5%
final worst slack -> 17440 ps
first-pass GRT wire length -> 1240000 um
Top logic family -> multiplexers
CP endpoint kind -> output pin
via count -> 131k
GRT Total Usage -> 26.8%
number of global-route vias before repair -> 142k
Final Hold Fails -> 0
routed len/inst -> 43.5 um
Cell Count, Final, Fillers Out -> 21.3k
WS Path Type -> primary input to output pin
Clock Latency Late Sink -> 1090 ps
CTS tree -> done
Via-to-Cell Ratio -> 6.15
Distinct lib cells used -> 66
I/O Pins -> 98
Pins Over Slew Limit -> 16
Final HPWL DP -> 616000 um
first drt pass iteration count -> 8
H-tree Lvls -> 5
crit path time final -> 25260 ps
cell type with the largest total area -> edfxtp_1
RSZ-0062 raised after global routing -> no
Tool Warnings -> 37
CTS resizes -> 0
final WL -> 926000 um
count leader, synth -> edfxtp_1
Synth Seq Share -> 55.7%
IO Port Bufs -> 97
CTS Sinks -> 4112
Chip Area, Yosys -> 222000 um2
Data required, critical path -> 34160 ps
Worst Reg2Reg Path Length in Cells -> 7
Worst Hold Margin -> 1410 ps
pwr dens -> 37.7 nW/um2
Synth flops -> 4112
GP Congestion -> 1.06
YS warnings -> 1
DRT iter0 DRCs -> 11.1k
Post-synth area hogs -> edfxtp_1 56%, mux4_2 37%, mux2i_1 1.8%
Layout fillers -> 67.5k
num rows -> 315
Synth async-reset ratio -> 0%
Worst Skew -> 90.8 ps
Die Y -> 861 um
initial antenna violation count -> 121
Syn Area/Cell -> 21.4 um2
Max IR drop VDD -> 0.0355 mV
DRC -> 0
layout cells sized above 1 -> 50.4%
failing checks -> capacitance limit, slew limit
grt ovf -> 0
==> sequential cells by signal (all words and copies together), names as in the netlist <==
signal	count
rd	16
memory	4096
==> logic make-up (layout without fill, tap and decap cells) <==
logic type	Yosys count	after routing
flops	4112	4112
compound gates	518	518
simple gates	634	634
other cells	0	293
mux	4081	4081
buf+inv	1015	1834
==> placed cells by master (no fill, tap or decap), types with 27 or more instances in the layout <==
cell type        synthesis  layout
a221oi_1                56      56
nand2_1                164     151
o22ai_1                 56      56
mux4_2                3680    3680
mux2i_1                397     392
bufinv_16                0      57
o21ai_1                 29      27
a22oi_1                175     175
diode_2                  0     293
buf_12                   0      27
clkdlybuf4s50_1          0      61
a21oi_1                 52      52
clkinv_1                 2      75
nor2_1                 312      44
clkinvlp_4               0      37
and4_1                  30      30
clkbuf_1               436      74
clkinv_2                 1      73
clkbuf_16                0     442
edfxtp_1              4096    4096
buf_4                   70     894
nor2_2                   1     256
==> power breakdown <==
group | total [mW] | switching, mW | leakage (nW) | internal, mW
combinational | 1.15 | 0.720 | 32.7 | 0.434
sequential | 4.44 | 0.0000536 | 36.9 | 4.44
clock | 3.97 | 1.72 | 7.06 | 2.25
==> area by class of cell <==
type	count	area [um2]	share of cell area, %
sequential	4112	123000	48.6
clock inverter	290	3290	1.29
timing repair buffer	1017	8370	3.29
multi-input combinational	5233	94500	37.2
antenna	293	733	0.289
inverter	8	60.1	0.0237
tap	9827	12300	4.84
clock buffer	519	11400	4.48
==> critical path, cell delays in order <==
cell             delay (ps)
buf_16                  340
buf_4                   610
buf_4                   520
buf_4                   580
buf_4                   680
buf_4                   460
buf_12                  440
mux4_2                  360
mux4_2                  240
mux2i_1                 280
buf_4                   270
a22oi_1                1530
buf_4                   330
and4_1                  480
clkdlybuf4s50_1         580
==> layer usage <==
layer | global-route usage (%) | part of all wire (%) | up-vias
met5 | 13.1 | 1.0 | -
met4 | 14.0 | 7.3 | 207
met3 | 27.6 | 23 | 2374
met2 | 35.4 | 42 | 12100
met1 | 24.5 | 26 | 67500
li1 | - | - | 48800
==> final timing paths <==
path,end,startpoint,slack (ps)
max,monitor_data1[9],monitor_addr1[0],17440
min,rd[13],memory[226][13],1410
max reg2reg,rd[2],memory[179][2],38570
min reg2reg,rd[13],memory[226][13],1410
Power and IR drop assume default switching activity.
