<file path="design/flow/config.mk">
export PLATFORM = sky130hd
export DESIGN_NAME = RegisterFile
export DESIGN_NICKNAME = RegisterFile
export VERILOG_FILES = /design/flow/design.v
export SDC_FILE = /design/flow/constraint.sdc
export NUM_CORES = 4
export LEC_CHECK = 1
export CORE_UTILIZATION = 40
</file>
<file path="design/flow/constraint.sdc">
current_design RegisterFile

set clk_period 2.8
set clk_io_pct 0.2

create_clock -name clk0 -period $clk_period [get_ports {clk}]

set non_clock_inputs [all_inputs -no_clocks]
set_input_delay [expr $clk_period * $clk_io_pct] -clock clk0 $non_clock_inputs
set_output_delay [expr $clk_period * $clk_io_pct] -clock clk0 [all_outputs]
</file>
<file path="design/flow/design.v">
 `timescale 1ns/1ps
module RegisterFile (
    input  wire        clk,
    input  wire        reset,
    input  wire [2:0]  rs,
    input  wire [2:0]  rt,
    input  wire [2:0]  rd,
    input  wire [15:0] wd,
    input  wire        we,       
    input  wire [15:0] rr_in,    
    input  wire        rr_we,    
    output wire [15:0] rs_data,
    output wire [15:0] rt_data,
    output wire [15:0] rr_out
);
    reg [15:0] regfile [7:0];
    reg [15:0] RR;
    integer i;
    always @(posedge clk or posedge reset) begin
        if (reset) begin
            for (i=0; i<8; i=i+1) begin
                regfile[i] <= 16'b0;
            end
            RR <= 16'b0;
        end else begin
            if (we && rd != 3'b000) begin
                regfile[rd] <= wd;
            end
            if (rr_we) begin
                RR <= rr_in;
            end
        end
    end
    assign rs_data = (rs == 3'b000) ? 16'b0 : regfile[rs];
    assign rt_data = (rt == 3'b000) ? 16'b0 : regfile[rt];
    assign rr_out  = RR;
endmodule
</file>
<file path="design/flow/run.sh">
#!/bin/bash
# OpenROAD 26Q1-2900-gdf79404cd8, Yosys 0.63+post, stock flow scripts
make -C /OpenROAD-flow-scripts/flow DESIGN_CONFIG=/design/flow/config.mk WORK_HOME=/design/flow/orfs finish
</file>
==> flow_summary.json <==
{
  "reg2reg_to": "regfile[2][5]",
  "crit_type": "in -> out",
  "die_x_um": 134,
  "clock_latency_ns": 0.42,
  "n_fill_cell": 1411,
  "leakagePower_nw": 3.75,
  "edf_count": 0,
  "r2r_start": "regfile[2][5]",
  "netlist_top_cells_area": "dfrtp_1 46%, mux2_2 18%, mux2_4 4.3%",
  "start_kind": "input port",
  "core_area_sq_um": 16800,
  "antenna_left": 0,
  "drive_gt1_frac": 0.361,
  "avgRoutedWirePerCell_um": 20.3,
  "top_cells_by_count": "128 x dfrtp_1, 112 x mux2_2, 24 x a21oi_1",
  "drv_slew": 0,
  "max_freq_mhz": 364,
  "p_comb_frac": 0.226,
  "critPathMaxFanout": 9,
  "min_period_ns": 2.75,
  "antennaDiodeCount": 0,
  "cts_tree": "done",
  "vdd_drop_max_mv": 0.445,
  "die_h_um": 134,
  "cts_sinks": 128,
  "drcViolationCount": 0,
  "synth_area_sq_um": 6970,
  "slowest_delay_ns": 0.50,
  "crit_path_top_delay_cell": "clkdlybuf4s50_1",
  "postSynth.asyncResetShare": 1.00,
  "p_int_mw": 4.40,
  "postSynthSeqShare": 0.460,
  "ctsHoldBuffers": 0,
  "path_cells": "dlygate4sd2_1, buf_4, buf_12, mux2_2, nand3_1, a31oi_2, clkdlybuf4s50_1",
  "cts-htree-levels": 4,
  "arrival_ns": 2.19,
  "routed_wl_um": 17900,
  "p_sw_mw": 1.61,
  "cp_data_required_time_ns": 2.24,
  "fin_skew_ns": 0,
  "dp.cells": 852,
  "ys_area_sq_um": 6970,
  "sequentialPowerShare": 0.421,
  "synth_top_cell_by_count": "dfrtp_1",
  "finalSetupViolations": 0,
  "warning_count": 25,
  "r2r_setup_slack_ns": 1.99,
  "grt_antenna_before_repair": 0,
  "cts.clk_slew.worst_paths_ns": 0.06,
  "clk_path_buf_depth": 2,
  "vias": 4917,
  "overflow": 0,
  "hold_class": "reg -> reg",
  "power_density_nw_per_um2": 673,
  "max_slew.worst_pin.slew_ns": 0.697,
  "switching_share": 0.268,
  "initCoreUtil": 0.414,
  "period_used_share": 0.982,
  "endpoint_kind": "primary output",
  "synth_cells": 544,
  "dr.pass1.iters": 4,
  "rsz0062_at_grt": "false",
  "drt_iter0_drc": 303,
  "cts-root-buf": "clkbuf_16",
  "yosys_warnings": 2,
  "rows": 47,
  "final_util": 0.531,
  "grt_pass1_vias": 5262,
  "yosysUniqueCellTypes": 44,
  "grt_max_degree": 47,
  "grtUsageTotal": 0.221,
  "cts_buffers": 17,
  "final.setup.tns_ns": 0,
  "hold_violations": 0,
  "final_cell_count_no_fill": 884,
  "die_area_sq_um": 18000,
  "place.gp.congestion": 0.883,
  "post_cts_buffers": 0,
  "grt_pass1_wl_um": 29300,
  "area_growth_pct": 28.1,
  "maxCapViolations": 0,
  "max_slew_margin": 0.534,
  "r2r_cells": 1,
  "flop_cell": "dfrtp_1",
  "final_cell_area_sq_um": 8930,
  "p_clk_frac": 0.353,
  "placed_area_sq_um": 8320,
  "ys_cells": 544,
  "portBuffers": 92,
  "crit_end": "rt_data[2]",
  "dp_hpwl_um": 11800,
  "largest_area_cell": "dfrtp_1",
  "io_pins": 93,
  "critPathLaunch": "rt[1]",
  "status": "completed",
  "syn-mean-instance-area_sq_um": 12.8,
  "top_area_frac": 0.460,
  "viasPerCell": 5.56,
  "numSynthFlops": 128
}
[power groups by stage]
stage     Clock (mW)  Sequential, mW  Combinational [mW]
4_1_cts         2.18            2.53                1.37
5_1_grt         2.26            2.59                1.49
6_report        2.12            2.53                1.36
[critical path: cells and delay by family]
kind | cells | cell delay [ns]
AND-OR/OR-AND | 1 | 0.25
buffers and inverters | 4 | 1.08
multiplexers | 1 | 0.21
AND/OR/NAND/NOR | 1 | 0.08
[layer usage]
layer / track usage / wire length (um) / vias up
met5: 0 / 0 / -
met2: 0.335 / 8340 / 154
met3: 0.0610 / 1220 / 17
met1: 0.335 / 8160 / 2484
met4: 0.0303 / 218 / 0
li1: - / - / 2262
[area by class of cell]
class                   instances  area, sq um  share of cell area
clock buffers                  19          453              0.0507
repair buffers                135         1400               0.157
inverters                       6         26.3             0.00294
well taps                     220          275              0.0308
clock inverters                13          129              0.0144
multi-input cells             363         3440               0.386
flip-flops and latches        128         3200               0.359
[how the worst min path moves through the flow]
stage         cells past startpoint     end    from
CTS                               1  RR[12]  RR[12]
global route                      1   RR[7]   RR[7]
finish                            1  RR[15]  RR[15]
[layout by cell type (no fill, tap or decap), types with 3 or more instances in the layout]
| cell | count |
|---|---|
| clkbuf_16 | 17 |
| mux2i_1 | 18 |
| mux2_1 | 9 |
| mux4_2 | 12 |
| mux2_2 | 112 |
| a211oi_1 | 3 |
| inv_1 | 5 |
| clkinv_4 | 3 |
| clkdlybuf4s50_1 | 86 |
| buf_12 | 13 |
| buf_4 | 25 |
| o21ai_0 | 14 |
| o32a_1 | 3 |
| mux2_4 | 20 |
| nand2b_1 | 21 |
| a221oi_2 | 3 |
| o22a_1 | 12 |
| nor2_1 | 22 |
| nand2_1 | 19 |
| buf_6 | 5 |
| a22o_1 | 7 |
| inv_6 | 4 |
| clkinvlp_4 | 6 |
| a21oi_1 | 23 |
| a22oi_1 | 11 |
| nand4b_4 | 3 |
| o2bb2ai_1 | 11 |
| dfrtp_1 | 128 |
| nor2b_1 | 4 |
| buf_2 | 3 |
| a221oi_1 | 14 |
[flip-flops by register name (all words and copies together), names as in the netlist]
name,cells
RR,16
regfile,112
[per-stage QoR]
stage | setup slack [ns] | total power, mW | hold slack (ns)
final | 0.0517 | 6.01 | 0.504
after global routing | 0.00393 | 6.33 | 0.527
after CTS | 0.00454 | 6.08 | 0.510
after detailed placement | -0.234 | 3.91 | 0.496
after global placement | -0.232 | 3.87 | 0.491
after floorplan | 0.659 | 3.32 | 0.456
[cell families after synthesis]
group | after synthesis | synth area share
simple gates | 82 | 0.0725
compound gates | 110 | 0.115
buf+inv | 53 | 0.0499
flops | 128 | 0.460
mux | 171 | 0.303
[repair_timing]
action	in CTS	in global routing
setup endpoints to repair	23	16
endpoints found under the hold margin	0	0
gates resized	8	9
pin swaps	3	5
Power figures rest on the tool's default switching activity, not on a simulated workload.
