## /design/flow/config.mk

```make
export PLATFORM = sky130hd
export DESIGN_NAME = InstructionMemory
export DESIGN_NICKNAME = InstructionMemory
export VERILOG_FILES = /design/flow/design.v
export SDC_FILE = /design/flow/constraint.sdc
export NUM_CORES = 4
export LEC_CHECK = 1
export CORE_AREA = 10 10 70 70
export DIE_AREA = 0 0 80 80
```

## /design/flow/constraint.sdc

```tcl
current_design InstructionMemory

set clk_period 2.3
set clk_io_pct 0.2

create_clock -name clk0 -period $clk_period [get_ports {clk}]

set non_clock_inputs [all_inputs -no_clocks]
set_input_delay [expr $clk_period * $clk_io_pct] -clock clk0 $non_clock_inputs
set_output_delay [expr $clk_period * $clk_io_pct] -clock clk0 [all_outputs]
```

## /design/flow/design.v

```verilog
 `timescale 1ns/1ps
module InstructionMemory (
    input  wire [15:0] addr, 
    input  wire        clk,
    output reg  [15:0] instruction
);
    reg [15:0] memory [0:63];
    initial begin
        integer i;
        for (i = 0; i < 64; i = i + 1) begin
            memory[i] = 16'hF000;
        end
memory[0] = 16'h0764;
memory[1] = 16'h1031;
memory[2] = 16'h3241;
memory[3] = 16'h1002;
memory[4] = 16'h0164;
memory[5] = 16'h10A0;
memory[6] = 16'h4F84;
memory[7] = 16'h0A57;
	end
    always @(posedge clk) begin
        if (addr < 64)
            instruction <= memory[addr];
        else
            instruction <= 16'hF000;
    end
endmodule
```

## /design/flow/run.sh

```bash
#!/bin/bash
# OpenROAD 26Q1-2900-gdf79404cd8, Yosys 0.63+post, stock flow scripts
make -C /OpenROAD-flow-scripts/flow DESIGN_CONFIG=/design/flow/config.mk WORK_HOME=/design/flow/orfs finish
```

==> impl_metrics.json <==
{
  "die_y_um": 80,
  "ant_nets": 0,
  "top_area_cell": "dfxtp_1",
  "combinationalPowerShare_pct": 11.6,
  "drtIter0Drc": 17,
  "cts_sinks": 15,
  "fmax_mhz": 651,
  "clkTransAtPathRegs_ns": 0.09,
  "grt-ovfl-total": 0,
  "avgSynthCellArea_um2": 10.4,
  "postSynthSeqShare_pct": 51.5,
  "critPathTopFamily": "buffers and inverters",
  "switching_share_pct": 23.2,
  "clk_path_buf_depth": 2,
  "p_switching_mw": 0.108,
  "crit_fanout": 1,
  "drtPass1Iterations": 4,
  "power_frac_seq_pct": 55.8,
  "cpMaxStageDelayCell": "clkdlybuf4s50_1",
  "topCellsByArea": "dfxtp_1, ha_1, nor2_2, nor4_2, nand2_1",
  "combGateArea_um2": 244,
  "gp_congestion": 0.819,
  "max_stage_delay_ns": 0.47,
  "via_per_inst": 3.45,
  "synthDistinctLibCells": 21,
  "yosysTopAreaCellShare_pct": 51.5,
  "leakagePower_nw": 0.365,
  "dieArea_um2": 6400,
  "ir_drop_mv": 0.132,
  "io_pins": 33,
  "drive_gt1_share_pct": 19.1,
  "layout_top_cells": "clkdlybuf4s50_1, dfxtp_1, nor2_2, nand2_1",
  "hold_viol": 0,
  "top_register": "instruction",
  "core-area_um2": 3420,
  "hold_buffers": 0,
  "hold_path_class": "in2reg",
  "place_ws_ns": 0.467,
  "reg_top3": "instruction: 15 flops",
  "pwr-share-clk_pct": 32.7,
  "critPathRequiredTime_ns": 1.84,
  "initial_utilization_pct": 17.1,
  "end_kind": "primary output",
  "largest_reg_flops": 15,
  "outcome": "complete, no violations",
  "synth_cells": 56,
  "yosys_warnings": 1,
  "grt_usage_pct": 4.65,
  "fp-row-count": 21,
  "post_cts_buffers": 0,
  "hold_depth": 2,
  "hpwlAfterDp_um": 1270,
  "cts-buffers-inserted": 3,
  "p_int_mw": 0.357,
  "ys_seq_elements": 15,
  "cp.buffers_inverters": 1,
  "antenna_found_initial": 0,
  "setup_viol": 0,
  "openroad.warnings": 28,
  "crit_chain": "clkdlybuf4s50_1",
  "area_growth_pct": 65.5,
  "drv_slew": 0,
  "cts_resized": 0,
  "synth_stat.cells": 56,
  "num_vias": 466,
  "cts_tree": "done",
  "setup_slack_ns": 0.765,
  "htreeDepth": 1,
  "path_class": "reg2out",
  "ys_area_um2": 583,
  "crit_path_start": "instruction[13]$_SDFF_PP1_",
  "grt_pass1_vias": 551,
  "nFillCells": 376,
  "syn_area_um2": 583,
  "seqCellArea_um2": 300,
  "grt_max_degree": 11,
  "antenna-diode-count": 0,
  "root_buffer": "clkbuf_4",
  "cp.arrival_ns": 1.08,
  "layout_top_cell": "clkdlybuf4s50_1",
  "min_to": "instruction[5]$_SDFF_PP0_",
  "routed_wl_um": 1410,
  "period_needed_ns": 1.54,
  "die_w_um": 80,
  "post_drt_wl_per_cell_um": 10.4,
  "max_cap_viol_count": 0,
  "rsz0062_at_grt": "no",
  "io_buffers": 31,
  "grt_pass1_wl_um": 2440,
  "power_density_nw_per_um2": 482,
  "period_used_pct": 66.8,
  "drc_errors": 0,
  "startpoint_type": "register",
  "min-delay-start": "addr[1]",
  "tns_ns": 0
}
-- cell type report --
type / instances / area share [%]
repair buffers: 32 / 32.9
flip-flops and latches: 15 / 31.1
multi-input cells: 34 / 25.3
well taps: 46 / 5.97
clock buffers: 3 / 2.33
inverters: 4 / 1.56
clock inverters: 1 / 0.778
-- how the worst max path moves through the flow --
stage,endpoint,slack (ns),cells after the start
final,instruction[13],0.76,1
after global routing,instruction[9]$_SDFF_PP0_,0.66,5
after CTS,instruction[13],0.74,1
-- cells in the mapped netlist --
| library cell | instances |
|---|---|
| nor3_1 | 1 |
| inv_1 | 4 |
| nand2_1 | 6 |
| buf_2 | 1 |
| a21o_1 | 2 |
| nor2b_1 | 1 |
| mux2i_1 | 1 |
| o21ai_1 | 1 |
| dfxtp_1 | 15 |
| buf_4 | 1 |
| a21oi_1 | 2 |
| nand2b_1 | 1 |
| conb_1 | 1 |
| nor4_2 | 2 |
| nor2_2 | 7 |
| buf_6 | 1 |
| o31ai_1 | 1 |
| nor2_1 | 1 |
| nand4_2 | 1 |
| ha_1 | 4 |
| a21oi_2 | 2 |
-- power by group through the flow --
stage	registers, mW	logic (mW)	clock network (mW)
6_report	0.259	0.0538	0.152
5_1_grt	0.260	0.0603	0.173
4_1_cts	0.260	0.0545	0.158
-- per-stage QoR --
step	utilization, %	std cells	power (mW)	cell area (um^2)	hold WS (ns)
after floorplan	-	56	0.288	583	0.527
after global placement	27.4	131	0.319	935	1.14
after detailed placement	27.4	131	0.320	935	1.13
after CTS	28.2	135	0.472	965	0.871
after global routing	28.2	135	0.493	965	0.908
final	28.2	135	0.465	965	0.877
-- metal layers --
layer / wire [um] / GRT usage (%) / up-vias
met3: 242 / 3.30 / 2
li1: - / - / 243
met4: 8 / 0.704 / 0
met2: 580 / 6.66 / 26
met1: 574 / 5.65 / 195
met5: 0 / 0 / -
-- cell families after synthesis --
| kind of cell | after synthesis | synth area share (%) |
|---|---|---|
| AND/OR/NAND/NOR | 20 | 21.5 |
| adder cells (fa/ha/maj) | 4 | 8.58 |
| multiplexers | 1 | 1.72 |
| other | 1 | 0.643 |
| flip-flops | 15 | 51.5 |
| buffers and inverters | 7 | 6.65 |
| AND-OR/OR-AND | 8 | 9.44 |
Power figures rest on the tool's default switching activity, not on a simulated workload.
